$ cat flow/design.v
`timescale 1ns / 1ps
module cnt_no_of_ones (
                    input [7:0] in,
                    output [3:0] count
                    );
function [3:0] count_ones_function(input [7:0] inp);
    integer i;
    begin
        count_ones_function = 0;
        for(i=0;i<8;i=i+1) begin
            if(inp[i]==1'b1) begin
                count_ones_function=count_ones_function+1;
            end
        end
    end
endfunction
assign count = count_ones_function(in);
endmodule
$ cat flow/run.sh
#!/bin/bash
# OpenROAD 26Q1-2900-gdf79404cd8, Yosys 0.63+post, stock flow scripts
make -C /OpenROAD-flow-scripts/flow DESIGN_CONFIG=/design/flow/config.mk WORK_HOME=/design/flow/orfs finish
$ cat flow/config.mk
export PLATFORM = sky130hd
export DESIGN_NAME = cnt_no_of_ones
export DESIGN_NICKNAME = cnt_no_of_ones
export VERILOG_FILES = /design/flow/design.v
export SDC_FILE = /design/flow/constraint.sdc
export NUM_CORES = 4
export LEC_CHECK = 1
export CORE_AREA = 10 10 70 70
export DIE_AREA = 0 0 80 80
$ cat flow/constraint.sdc
current_design cnt_no_of_ones

set clk_period 3.7
set clk_io_pct 0.2

create_clock -name clk0 -period $clk_period

set non_clock_inputs [all_inputs -no_clocks]
set_input_delay [expr $clk_period * $clk_io_pct] -clock clk0 $non_clock_inputs
set_output_delay [expr $clk_period * $clk_io_pct] -clock clk0 [all_outputs]
==> impl_metrics.ini <==
; yosys + openroad results
[outcome]
status = complete, but fails checks
violations = negative setup slack

[final_timing]
slew_headroom = 0.8014
maxSlewViolCount = 0
final.min_clock_period_ns = 4.376
period_used_share = 1.183
setup_viol = 4
tightest_slew_ns = 0.2970
fmax_mhz = 228.5
hold_viol_final = 0
rsz0062_at_grt = yes
setup_ws_ns = -0.6765
hold_ws_ns = 2.360

[logic_synthesis]
mux_area_frac = 0.02985
synth_area_um2 = 754.5
yosys_warnings = 1
fa_ha_area_frac = 0.1327
aoi_share = 0.2620
logic_family = AND-OR/OR-AND gates
syn_area_per_cell_um2 = 7.859
synth_top_cell_by_area = ha_1
synth_cells = 96
ys_types = 40
postSynthSeqShare = 0
synth_top_area_share = 0.1327
ys_cells = 96
synth.area.top_cells = ha_1 13%, xnor2_1 10%, xor2_1 7.0%
xor_area_frac = 0.2471
simple_gate_area_frac = 0.2421
ys_area_um2 = 754.5

[final_layout]
syn2layout_area_growth_pct = 65.17
fin_area_mm2 = 0.001246
seqCellArea_um2 = 0
nClkBuffers = 0
ff_count = 0
drive_gt1_frac = 0.4632
final-instance-count-excl-fill = 182

[setup_path]
start_kind = input pin
critical_path_buf_inv_count = 2
cp_max_fo = 5
slowest_stage = clkdlybuf4s50_1
cp_common_cell = a21oi_2
crit_required_ns = 2.96
critPathArrivalTime_ns = 3.64
cp_cell_sequence = clkdlybuf4s50_1, nor2_1, a21oi_2, ha_1, a21oi_2, o31ai_2, a21o_1, a32oi_2, ha_2, mux2_4, ha_4, nand2_4, xnor2_2, xnor2_1, buf_2
endpoint_kind = output pin
crit_family = buffers and inverters
slowest_delay_ns = 0.62
crit_type = in -> out

[placement]
dp_cells = 179
numPortBuffers = 12
place_ws_ns = -1.652
dpl.hpwl_mm = 1.648
post_dp_cell_area_mm2 = 0.001187
gp_congestion = 0.8743

[routing]
num_vias = 821
drt_iter0_drc = 21
drt-vias-per-instance = 4.511
routedWlPerCell_um = 10.63
drc = 0
antenna_cells = 0
dr.pass1.iters = 4
ant_nets = 0
drt_wl_total_mm = 1.934

[floorplanning]
die_w_um = 80
pin_count = 12
die_y_um = 80
initCoreUtil = 0.2209
coreArea_mm2 = 0.003416
rows = 21
chip_area_mm2 = 0.006400

[power]
p_sw_mw = 0.1309
seqPwrFrac = 0
p_clk_frac = 0
p_per_area_mw_per_mm2 = 246.3
netSwitchingFraction = 0.4264
total_power_mw = 0.3070
p_comb_frac = 1.000
p_int_mw = 0.1761
p_leak_nw = 0.5643
peakVddDrop_mv = 0.07512

[global_route]
antenna_found_initial = 0
grt-ovfl-total = 0
grt_pass1_wl_mm = 3.215
track_usage = 0.05765
grt_pass1_vias = 727
grt_max_degree = 14

[job]
cap_violations = 0
warning_count = 38

[worst_hold_path]
min_path_type = in -> out
## kinds of logic after synthesis
group / Yosys count
AOI/OAI and AO/OA: 25
xor gates and xnor gates: 18
adders and majority gates: 8
buffers and inverters: 11
muxes: 2
and+or+nand+nor: 32
## Yosys cell counts (2+ instances only)
cell type / count
xnor2_1: 9
ha_1: 8
nand2_1: 8
a21oi_1: 6
inv_1: 6
xor2_1: 6
nand3_1: 4
nor2_1: 4
nand2b_1: 3
nor2b_1: 3
o21ai_0: 3
a31o_1: 2
buf_4: 2
buf_6: 2
mux2_2: 2
o211ai_1: 2
o31ai_2: 2
o32ai_1: 2
## final timing paths
kind               from       end  slack [ns]  depth (start not counted)
setup / recovery  in[3]  count[2]       -0.68                         15
hold / removal    in[7]  count[1]        2.36                          3
## power by group through the flow
stage | logic, mW | registers, mW | clock network [mW]
CTS | 0.309 | 0 | 0
global route | 0.339 | 0 | 0
finish | 0.307 | 0 | 0
## cell usage in the layout, fill, tap and decap left out, types with 2 or more instances in the layout
| cell type | n |
|---|---|
| a21oi_1 | 2 |
| inv_6 | 2 |
| buf_8 | 2 |
| nand3_1 | 3 |
| a31o_1 | 2 |
| xor2_1 | 6 |
| a21oi_2 | 4 |
| nand2b_1 | 3 |
| o211ai_1 | 2 |
| o21ai_0 | 3 |
| ha_4 | 3 |
| o32ai_1 | 2 |
| buf_2 | 4 |
| o31ai_2 | 2 |
| xnor2_2 | 4 |
| xnor2_1 | 6 |
| inv_1 | 4 |
| nor2b_1 | 3 |
| buf_4 | 32 |
| clkdlybuf4s50_1 | 6 |
| nand2_1 | 7 |
| nor2_1 | 4 |
| ha_1 | 4 |
## metal layers
| metal | track usage | share of wire | vias to the layer above | routed length, µm |
|---|---|---|---|---|
| met2 | 0.08909 | 0.44 | 12 | 855 |
| met3 | 0.001136 | 0.021 | 0 | 40 |
| met5 | 0 | 0 | - | 0 |
| met1 | 0.09103 | 0.54 | 379 | 1038 |
| met4 | 0 | 0 | 0 | 0 |
| li1 | - | - | 430 | - |
## repair_timing
item,4_1_cts,5_1_grt
pin swaps,12,11
setup endpoints to repair,4,4
buffers inserted,3,0
hold buffers,0,0
resized,34,3
## final cells by class
cell class | instances | area [µm²]
repair buffers | 45 | 361.6
multi-input cells | 85 | 794.5
inverters | 6 | 32.53
well taps | 46 | 57.56
fillers | 348 | 2170
## stage by stage
step	utilization	setup TNS [ns]
floorplan	-	-0.9499
global placement	0.3476	-5.133
detailed placement	0.3476	-5.465
CTS	0.3645	-2.402
global route	0.3648	-2.862
finish	0.3648	-2.210
Power is estimated from default activity; no workload was simulated.
